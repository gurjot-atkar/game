`flow/constraint.sdc`:
```
current_design result

set clk_period 2.3
set clk_io_pct 0.2

create_clock -name clk0 -period $clk_period [get_ports {clk}]
create_clock -name clk1 -period $clk_period [get_ports {clk2}]

set non_clock_inputs [all_inputs -no_clocks]
set_input_delay [expr $clk_period * $clk_io_pct] -clock clk0 $non_clock_inputs
set_output_delay [expr $clk_period * $clk_io_pct] -clock clk0 [all_outputs]
```
`flow/config.mk`:
```
export PLATFORM = sky130hd
export DESIGN_NAME = result
export DESIGN_NICKNAME = result
export VERILOG_FILES = /design/flow/design.v
export SDC_FILE = /design/flow/constraint.sdc
export NUM_CORES = 4
export LEC_CHECK = 1
export CORE_UTILIZATION = 40
```
`flow/design.v`:
```
module result(
input 			clk, 
input [11:0] timein, 
input        clk2,
input 		 enable,
output [11:0] timeout,
input game_over,
input [2:0] address,
output [3:0] print 
);
reg [9:0] count;
reg [9:0] c_count;
reg done1; 
reg e;
always @(*) begin
	done1=1'b0;
	if(e==1'b1) begin
		c_count=count + 1;
	if(count==10'b00011_00100) begin
		c_count=10'b0000_0000_00;
		done1=1'b1;
	end
 end 
end
always @(posedge clk) begin 
		count<=c_count;
end 
reg [15:0]  mem[0:127];
reg [2:0] addr;
always @(posedge clk2) begin
	if(enable==1'b1) begin
		mem[address] <= #1 timein;
	end
end
reg[2:0] addc;
reg [11:0] value;
reg [2:0] s, s_c; 
always @(*) begin
	s=s_c+1;
	e=1'b1;
	if(s_c==3'b001) begin
		s=3'b001;		
		if(count==10'b00001_00100) begin
			s=3'b010;
		end
	end
	if(s_c==3'b010) begin
		s=3'b010;
		if(count==10'b00001_00100) begin
			s=3'b011;
		end
	end
	if(s_c==3'b011) begin
		s=3'b011;
		if(count==10'b00001_00100) begin
			s=3'b100;
		end
	end
	if(s_c==3'b100)begin
		s=3'b100;
		if(count==10'b00001_00100)begin
			s=3'b001;
		end
	end
end
always @(posedge clk) begin
			value <= mem[s_c]; 
			s_c<=s;
end
assign timeout=value;
reg [3:0] p;
always @(*) begin
	if(s_c==3'b001) begin
		p=4'b1010;end
	if(s_c==3'b010) begin
		p=4'b1011; end
	if(s_c==3'b011) begin
		p=4'b1100;
	end
	if(s_c==3'b100) begin
		p=4'b1101; end
end
assign print = p;
endmodule
```
`flow/run.sh`:
```
#!/bin/bash
# OpenROAD 26Q1-2900-gdf79404cd8, Yosys 0.63+post, stock flow scripts
make -C /OpenROAD-flow-scripts/flow DESIGN_CONFIG=/design/flow/config.mk WORK_HOME=/design/flow/orfs finish
```
==> flow_metrics.env <==
# flow metrics
export IMPL_die_y_um=110
export IMPL_rsz0062_at_grt="no"
export IMPL_fillers=970
export IMPL_r2r_cells=6
export IMPL_n_antenna_cell=0
export IMPL_cts_hold_repair_buffers=0
export IMPL_groute_usage_overall_pct=17.0
export IMPL_drive_gt1_share_pct=20.6
export IMPL_core_area_mm2=0.0114
export IMPL_r2r_slack_ps=580
export IMPL_dp_hpwl_um=4880
export IMPL_finClkSkew_ps=12.1
export IMPL_regArea_mm2=0.00343
export IMPL_start_kind="register"
export IMPL_maxSlewViolCount=0
export IMPL_grt_pass1_vias=2536
export IMPL_die_area_mm2=0.0122
export IMPL_synth_distinct_cells=36
export IMPL_layout_top_cell="edfxtp_1"
export IMPL_ant_nets=0
export IMPL_path_clk_slew_ps=70
export IMPL_fp_util_pct=41.0
export IMPL_fin_util_pct=49.4
export IMPL_tool_warnings=31
export IMPL_post_place_ws_ps=439
export IMPL_unclocked_regs=3
export IMPL_combGateArea_mm2=0.00119
export IMPL_leakagePower_nw=1.89
export IMPL_drtIter0Drc=147
export IMPL_setup_viol=0
export IMPL_status="complete, no violations"
export IMPL_syn_inst=273
export IMPL_totalWireLength_um=8280
export IMPL_areaGrowthSynthToFinish_pct=20.5
export IMPL_num_io_pins=35
export IMPL_hold_end="count[0]$_SDFF_PN0_"
export IMPL_vias_per_cell=5.06
export IMPL_grt_pass1_wl_um=13400
export IMPL_min_from="count[0]$_SDFF_PN0_"
export IMPL_yosys_stat_area_mm2=0.00469
export IMPL_power_density_mw_per_mm2=781
export IMPL_min_path_cells=1
export IMPL_dr_pass1_iters=4
export IMPL_crit_slowest_cell="dfxtp_2"
export IMPL_vias=2395
export IMPL_grt_max_degree=19
export IMPL_postCtsSetupRepairBufs=0
export IMPL_final_cell_mix="96 x edfxtp_1, 42 x nand2_1, 31 x clkdlybuf4s50_1"
export IMPL_synth_top_cell_area_share_pct=61.5
export IMPL_die_x_um=110
export IMPL_fp_row_count=39
export IMPL_edf_count=96
export IMPL_syn_area_mm2=0.00469
export IMPL_yosys_most_used_dff="edfxtp_1"
export IMPL_synthArstFlopShare_pct=0
export IMPL_area_leaders="edfxtp_1 62%, mux4_2 12%, dfxtp_1 11%"
export IMPL_wire_per_inst_um=17.5
export IMPL_hold_class="reg -> reg"
export IMPL_crit_fanout=14
export IMPL_ir_drop_mv=0.599
export IMPL_totalPowerFinal_mw=4.41
export IMPL_r2r_start="s_c[0]$_DFF_P_"
export IMPL_cap_viol_max_count=0
export IMPL_hold_viol=0
export IMPL_gp_congestion=0.799
export IMPL_antenna_found_initial=0
export IMPL_r2r_end="s_c[1]$_SDFF_PP0_"
export IMPL_top_area_cell="edfxtp_1"
export IMPL_ys_cells=273
export IMPL_cts_resized=0
export IMPL_syn_avg_cell_area_um2=17.2
export IMPL_synth_seq_cells=124
export IMPL_slowest_delay_ps=360
export IMPL_unconstrained_endpoints=6
export IMPL_layout_setup_ws_ps=579
export IMPL_yosysWarnings=1
export IMPL_grt_overflow_total=0
export IMPL_critical_path_class="reg -> reg"
export IMPL_arrival_ps=1860
export IMPL_cp_required_ps=2440
export IMPL_endpoint_kind="register"
export IMPL_maxSlewHeadroom_pct=65.4
export IMPL_crit_chain="buf_4 > ha_1 > nand2b_1 > a221oi_1 > o21a_1 > a211oi_2"
export IMPL_fin_tns_setup_ps=0
export IMPL_port_buffers=31
export IMPL_route_detailed_drc=0
export IMPL_worst_pin_slew_ps=515
export IMPL_tritoncts="yes"
sequential cells by signal, indices dropped and copies added (netlist names):
name,flops
count,10
s_c,3
mem,96
value,12
p,3
critical path: cells and delay by family (launching register included):
kind | cells | cell delay [ps]
AOI/OAI and AO/OA | 3 | 570
DFF | 1 | 360
buffers and inverters | 1 | 290
adders and majority gates | 1 | 290
and+or+nand+nor | 1 | 70
stage by stage:
stage,cell area (um^2),hold WS (ps),instances
2_1_floorplan,4690,430,273
3_3_place_gp,5270,443,454
3_5_place_dp,5270,456,454
4_1_cts,5640,473,473
5_1_grt,5640,488,473
6_report,5640,463,473
worst max path at each step:
stage,start,endpoint,slack [ps]
CTS,s_c[0]$_DFF_P_,s_c[1]$_SDFF_PP0_,560
global route,s_c[0]$_DFF_P_,s_c[1]$_SDFF_PP0_,410
finish,s_c[0]$_DFF_P_,s_c[1]$_SDFF_PP0_,580
per-layer routing:
layer / share of wire [%] / GRT usage, %
met4: 1.2 / 2.44
met1: 41 / 24.8
met5: 0 / 0
met2: 47 / 24.6
met3: 11 / 10.0
power by group:
group,internal (mW),switching (mW)
Sequential,2.42,0.0114
Combinational,0.0485,0.0545
Clock,1.08,0.795
layout make-up:
type                       instances  area share, %
sequential                       124           60.8
multi-input combinational        130           21.0
timing repair buffer              48           7.76
clock buffer                      12           5.32
tap                              143           3.17
clock inverter                     7           1.35
inverter                           9          0.599
cell families (layout without fill, tap and decap cells):
family	after synthesis	in the layout	synth area share, %
AOI/OAI and AO/OA	14	14	2.00
and+or+nand+nor	76	76	8.09
adders and majority gates	7	7	1.87
latches	3	3	0.961
buffers and inverters	19	76	1.71
DFF	121	121	72.2
muxes	26	26	12.0
other	1	1	0.0800
xor gates and xnor gates	6	6	1.12
cell usage after synthesis (3+ instances only):
cell type,count
nand3_1,4
edfxtp_1,96
nand2_1,42
mux4_2,24
dlxtn_1,3
inv_1,9
xnor2_1,4
a21oi_1,5
o21ai_0,3
buf_2,4
nor3_1,5
clkbuf_1,4
nor2_1,11
ha_1,7
nand2b_1,4
dfxtp_1,25
Power and IR drop assume default switching activity.
