<file path="run.sh">
#!/bin/bash
# OpenROAD 26Q1-2900-gdf79404cd8, Yosys 0.63+post, stock flow scripts
make -C /OpenROAD-flow-scripts/flow DESIGN_CONFIG=/design/flow/config.mk WORK_HOME=/design/flow/orfs finish
</file>
<file path="config.mk">
export PLATFORM = sky130hd
export DESIGN_NAME = spi_control
export DESIGN_NICKNAME = spi_control
export VERILOG_FILES = /design/flow/design.v
export SDC_FILE = /design/flow/constraint.sdc
export NUM_CORES = 4
export LEC_CHECK = 1
export CORE_UTILIZATION = 40
</file>
<file path="constraint.sdc">
current_design spi_control

set clk_period 4.4
set clk_io_pct 0.2

create_clock -name clk0 -period $clk_period [get_ports {clk}]
create_clock -name clk1 -period $clk_period [get_ports {spi_clk}]

set non_clock_inputs [all_inputs -no_clocks]
set_input_delay [expr $clk_period * $clk_io_pct] -clock clk0 $non_clock_inputs
set_output_delay [expr $clk_period * $clk_io_pct] -clock clk0 [all_outputs]
</file>
<file path="design.v">
module spi_control#(
        parameter SPI_CLK_FREQ  = 2_000_000,
        parameter UPDATE_FREQ   = 50
    )(
        input                   reset_n,
        input                   clk,
        input                   spi_clk,  
        input                   spi_clk_out,
        output                  data_update,
        output [15:0]           data_x,
        output [15:0]           data_y,
        output                  SPI_SDI,
        input                   SPI_SDO,
        output                  SPI_CSN,
        output                  SPI_CLK,
        input [1:0]             interrupt  
    );
localparam TIMECOUNT = SPI_CLK_FREQ / UPDATE_FREQ;
localparam SDI_WIDTH = 16;
localparam SDO_WIDTH = 8;
localparam WRITE_MODE      = 2'b00;
localparam READ_MODE       = 2'b10;
localparam INI_NUMBER      = 4'd11;
localparam   IDLE            = 0;
localparam   TRANSFER        = 1;
localparam   INTERACT        = 2;
localparam   BW_RATE         = 6'h2c;
localparam   POWER_CONTROL   = 6'h2d;
localparam   DATA_FORMAT     = 6'h31;
localparam   INT_ENABLE      = 6'h2E;
localparam   INT_MAP         = 6'h2F;
localparam   THRESH_ACT      = 6'h24;
localparam   THRESH_INACT    = 6'h25;
localparam   TIME_INACT      = 6'h26;
localparam   ACT_INACT_CTL   = 6'h27;
localparam   THRESH_FF       = 6'h28;
localparam   TIME_FF         = 6'h29;
localparam   INT_SOURCE      = 6'h30;  
localparam   X_LB            = 6'h32;  
localparam   X_HB            = 6'h33;  
localparam   Y_LB            = 6'h34;  
localparam   Y_HB            = 6'h35;  
localparam   Z_LB            = 6'h36;  
localparam   Z_HB            = 6'h37;  
reg  [3:0]              init_index;
reg  [SDI_WIDTH-3:0]    write_data;
reg  [SDI_WIDTH-1:0]    data_tx;
reg                     start;
wire                    done;
wire [SDO_WIDTH-1:0]    data_rx;
reg  [1:0]              spi_state;
reg data_update_internal;
reg [1:0] data_update_shift;
reg  [$clog2(TIMECOUNT)-1:0]   sample_count;  
wire sample;
reg [2:0] read_index;
reg [7:0] read_command;
localparam LAST_READ_COMMAND = 4;
reg [7:0] data_storage [3:0];
assign data_x = {data_storage[1], data_storage[0]};
assign data_y = {data_storage[3], data_storage[2]};
spi_serdes serdes (
        .reset_n        (reset_n),
        .spi_clk        (spi_clk),
        .spi_clk_out    (spi_clk_out),
        .data_tx        (data_tx),
        .start          (start),
        .done           (done),
        .data_rx        (data_rx),
        .SPI_SDI        (SPI_SDI),
        .SPI_SDO        (SPI_SDO),
        .SPI_CSN        (SPI_CSN),
        .SPI_CLK        (SPI_CLK)
    );
always @ (*) begin
    case (init_index)
        0       : write_data = {THRESH_ACT,     8'h20};
        1       : write_data = {THRESH_INACT,   8'h03};
        2       : write_data = {TIME_INACT,     8'h01};
        3       : write_data = {ACT_INACT_CTL,  8'h7f};
        4       : write_data = {THRESH_FF,      8'h09};
        5       : write_data = {TIME_FF,        8'h46};
        6       : write_data = {BW_RATE,        8'h09};
        7       : write_data = {INT_ENABLE,     8'h10};
        8       : write_data = {INT_MAP,        8'h10};
        9       : write_data = {DATA_FORMAT,    8'h00};
        default : write_data = {POWER_CONTROL,  8'h08};
    endcase
end
always @(*) begin
    case (read_index)
        0 : read_command = {READ_MODE, X_LB};
        1 : read_command = {READ_MODE, X_HB};
        2 : read_command = {READ_MODE, Y_LB};
        3 : read_command = {READ_MODE, Y_HB};
        default : read_command = {READ_MODE, INT_SOURCE};
    endcase
end
assign sample = (sample_count == TIMECOUNT - 1);
always @(posedge spi_clk or negedge reset_n) begin
    if (!reset_n) begin
        sample_count <= 0;
    end else begin
        if (sample) begin
            sample_count <= 0;
        end else begin
            sample_count <= sample_count + 1'b1;
        end
    end 
end
always@(posedge spi_clk or negedge reset_n) begin
    if(!reset_n) begin
        init_index              <= 4'b0;
        start                   <= 1'b0;
        spi_state               <= IDLE;
        read_index              <= 0;
        data_update_internal    <= 1'b0;
    end else if(init_index < INI_NUMBER) begin
        case(spi_state)
            IDLE : begin
                data_tx   <= {WRITE_MODE, write_data};
                start     <= 1'b1;
                spi_state <= TRANSFER;
            end
            TRANSFER : begin
                if (done) begin
                    init_index  <= init_index + 4'b1;
                    start       <= 1'b0;
                    spi_state   <= IDLE;
                end
            end
        endcase
     end else begin
        case(spi_state)
            IDLE : begin
                data_update_internal    <= 1'b0;
                read_index              <= 0;
                start                   <= 1'b0;
                if (sample) begin
                    spi_state <= INTERACT;
                end
            end
            INTERACT : begin
                data_tx[15:8] <= read_command;
                if (read_index > 0) begin
                    data_storage[read_index - 1'b1] <= data_rx;
                end
                start <= 1'b1;
                spi_state <= TRANSFER;
            end
            TRANSFER : begin
                if (done) begin
                    start <= 1'b0;
                    if (read_index == LAST_READ_COMMAND) begin
                        data_update_internal <= 1'b1;
                        spi_state   <= IDLE;
                    end else begin
                        read_index  <= read_index + 1'b1;
                        spi_state   <= INTERACT;
                    end
                end
            end
            default: begin
                spi_state <= IDLE;
            end
        endcase
    end
end
always @(posedge clk) begin
    data_update_shift <= {data_update_shift[0], data_update_internal};
end
assign data_update = data_update_shift == 2'b01;
endmodule
module spi_serdes(
        input                       reset_n,
        input                       spi_clk,
        input                       spi_clk_out,
        input       [15:0]          data_tx,
        input                       start,
        output                      done,
        output reg  [7:0]           data_rx,
        output                      SPI_SDI,
        input                       SPI_SDO,
        output                      SPI_CSN,
        output                      SPI_CLK
    );
localparam  IDLE = 0;  
localparam WRITE = 1;  
localparam  READ = 2;  
localparam STALL = 3;  
reg [1:0]  state = IDLE;
reg [3:0]  count;
reg [15:0] data_tx_reg;
reg read;
wire spi_active;
assign spi_active = (state == READ || state == WRITE);
assign SPI_CSN = ~(spi_active || start);
assign SPI_CLK = spi_active ? spi_clk_out : 1'b1;
assign SPI_SDI = (state == WRITE) ? data_tx_reg[count] : 1'b1;
assign done    = (state == STALL);
always @(posedge spi_clk or negedge reset_n) begin
    if (reset_n == 1'b0) begin
        state <= IDLE;
    end else begin
        case (state)
            IDLE : begin
                count <= 4'hf;
                if (start) begin
                    read        <= data_tx[15];
                    data_tx_reg <= data_tx;
                    state       <= WRITE;
                end
            end
            WRITE : begin
                count <= count - 4'b0001;
                if (read && (count == 8)) begin
                    state <= READ;
                end else if (count == 0) begin
                    state <= STALL;
                end
            end
            READ : begin
                count <= count - 4'b0001;
                data_rx <= {data_rx[6:0],SPI_SDO};
                if (count == 0) begin
                    state <= STALL;
                end
            end
            STALL: state <= IDLE;
        endcase
    end
end
endmodule
</file>
==> deck_impl_summary.md <==
Run Summary

Run status
  – Outcome: finished clean

CTS
  – Resized Gates After CTS: 0
  – Clock transition at path regs: ~0.10 ns
  – Setup Fix Bufs, Post-CTS: 0
  – # hold bufs at CTS: 0
  – CTS tree: done
  – Clk sinks: roughly 100

Route
  – Ant diodes: 0
  – Residual DRC: 0
  – Starting DRT DRC Count: about 110
  – Detailed Routing Iterations Pass 1: 6
  – Via count: ~2400
  – WL/cell: roughly 13 µm
  – Total Routed Length: approximately 6400 µm
  – Routed Antenna Nets: 0
  – Drt via density: slightly below 5

Final timing
  – Max-slew violation count: 0
  – Slew @ Worst Pin: between 0.8 and 0.9 ns
  – Final setup viols: 0
  – RSZ-0062 raised after global routing: no
  – WHS: between 0.3 and 0.4 ns
  – Final worst slack: about 1.3 ns
  – Setup TNS Final: 0 ns
  – Relative slew slack: between 40% and 50%
  – Worst-case clock skew: ~0.015 ns
  – Final hold vios: 0

Global route
  – Initial antenna violation count: 0
  – GRT Residual Overflow: 0
  – Vias in the first global route: ~2300
  – Largest net degree at the start of global routing: 21
  – Met2 Track Usage GR: between 20% and 30%
  – Top Usage Layer GRT: met1
  – First-pass GRT wire length: about 11000 µm
  – Met3 Use GR: 3.27%
  – GRT Util Overall: 13.5%
  – Met1 Track Usage GR: between 20% and 30%

Worst setup path
  – Crit path kind: flop to primary output
  – Max incr delay on CP: about 0.54 ns
  – CP startpoint kind: flop
  – Largest fanout on the critical path: 8
  – WP data arrival: roughly 2.2 ns
  – CP max-delay cell: edfxtp_1
  – Crit path max-delay family: flip-flops
  – CP Buf/Inv Count: 1
  – Req. time, crit path: about 3.5 ns
  – CP endpoint kind: primary output
  – Worst path cell trace: mux4_2, nor2_1, o311ai_0, clkdlybuf4s50_1

Die
  – Die Wd: ~100 µm
  – Rows: 36
  – # IOs: ~43
  – Chip Height: between 100 and 150 µm
  – Total Die Area: approximately 0.011 mm²
  – Core area: ~0.01 mm²
  – Initial Util: between 40% and 50%

Layout
  – Number of flip-flops under the largest register name: 32
  – Layout filler cell count: about 850
  – Final core utilization: 49.8%
  – Register area: 0.00283 mm²
  – Regs by FF count: data_storage (32), sample_count (16)
  – Comb. cell area: ~0.0012 mm²
  – Synthesis-to-finish area growth: 19.3%
  – Final non-filler cell total: around 490
  – Largest Register: data_storage
  – Share of cells above drive strength 1: 7.93%

Logic synthesis
  – Synth async-reset ratio: about 30%
  – YS warnings: 3
  – Largest type area fraction: about half
  – EDFF count, synth: roughly 68
  – Dominant synthesized flop cell: edfxtp_1
  – Flops after synth: around 100
  – Yosys cell types: between 40 and 50
  – Seq share, synth: between 60 and 70%
  – Cell area leaders: edfxtp_1 (49%), dfrtp_1 (18%), ha_1 (4.8%)
  – Dominant cell type by area after synthesis: edfxtp_1
  – Mapped Area: about 0.0041 mm²
  – Syn avg cell area: approximately 14 µm²
  – Ys cells: 300
  – Yosys Chip Area: between 0.004 and 0.005 mm²
  – Post-Syn Instances: approximately 300

Power
  – Sw frac: a little over a fifth
  – Int Pwr: 1.34 mW
  – Comb pwr share: 0.9%
  – Clock power share: around 40%
  – PD cells: 344 mW/mm²
  – Leakage: roughly 1.8 nW
  – Flop pwr share: between 50 and 60%
  – VDD IR max: about 220 µV
  – NetSw: approximately 0.36 mW

Placement
  – Cells after DPL: 467
  – RePlAce Congestion: 0.863
  – Setup WS pre-CTS: about 1.6 ns
  – Post-DP HPWL: about 4400 µm
  – Input/output buffers: 39

Min path
  – Type of the most critical hold path: flop to flop

Run
  – MaxCap Viol Count: 0
  – Tool warning count: 38
## worst reg2reg max path, cell delays in order (launching register included)
cell and delay [ns]:
dfrtp_1 0.52, ha_1 0.41, o21ai_0 0.27, inv_1 0.37, nand3_1 0.15, nor2_1 0.65
## final timing paths
kind,startpoint,endpoint,slack [ns],depth (start not counted)
setup / recovery,serdes.count[0],SPI_SDI,1.33,4
hold / removal,data_update_shift[0],data_update_shift[1],0.34,0
setup reg to reg,init_index[0],data_storage[3][5],1.68,5
hold reg to reg,data_update_shift[0],data_update_shift[1],0.34,0
max in group clk1,init_index[0],data_storage[3][5],1.68,5
max in group asynchronous,reset_n,spi_state[0],3.27,2
min in group clk1,data_tx[1],serdes.data_tx_reg[1],0.43,0
min in group asynchronous,reset_n,sample_count[12],0.85,2
## metrics by stage
step | power [mW] | instance area, µm²
after CTS | 1.72 | 4930
after global placement | 1.03 | 4670
after detailed placement | 1.03 | 4670
after global routing | 1.76 | 4930
after floorplan | 1.02 | 4130
final | 1.70 | 4930
## layout make-up
cell class	count	area share (%)
flip-flops and latches	100	57.5
multi-input cells	179	24.6
repair buffers	41	8.22
well taps	133	3.37
clock buffers	12	3.35
clock inverters	7	1.93
inverters	14	1.07
## synth_stat cells (6+ instances only)
| cell type | instances |
|---|---|
| a21oi_1 | 10 |
| a31oi_1 | 6 |
| dfrtp_1 | 29 |
| edfxtp_1 | 68 |
| ha_1 | 16 |
| inv_1 | 14 |
| nand2_1 | 24 |
| nand2b_1 | 6 |
| nand3_1 | 11 |
| nor2_1 | 22 |
| o21ai_0 | 8 |
| xnor2_1 | 11 |
## cells in the final DEF, fill, tap and decap left out, types with 5 or more instances in the layout
| master | instances |
|---|---|
| inv_1 | 14 |
| nor4_1 | 5 |
| edfxtp_1 | 68 |
| a31oi_1 | 6 |
| a21oi_1 | 10 |
| xor2_1 | 5 |
| clkdlybuf4s50_1 | 39 |
| xnor2_1 | 11 |
| ha_1 | 16 |
| clkbuf_8 | 12 |
| dfrtp_1 | 29 |
| nor2_1 | 22 |
| nand3_1 | 11 |
| nand2_1 | 24 |
| nor2b_1 | 5 |
| o21ai_0 | 8 |
| nand2b_1 | 6 |
## cell families (layout without fill, tap and decap cells)
logic type	after synthesis	after routing	share of synthesized area, %
fa+ha+maj	16	16	4.84
flops	100	100	68.6
simple gates	96	96	12.1
compound gates	46	46	7.24
mux	5	5	1.82
xor+xnor	16	16	3.39
buf+inv	21	74	2.06
## routing by layer
layer,up-vias,wire (µm)
li1,1198,-
met1,1120,3090
met2,50,2960
met3,8,271
met4,0,112
met5,-,0
## power groups by stage
stage	registers (mW)	clock network (mW)	logic [mW]
4_1_cts	0.998	0.705	0.0154
5_1_grt	0.998	0.741	0.0167
6_report	0.998	0.683	0.0146
Power figures rest on the tool's default switching activity, not on a simulated workload.
