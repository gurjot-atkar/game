==> flow/design.v <==
module BCD(
input     [9:0] SW,
input [9:0] twos,
output wire out1,
output wire [11:0] outf,
output wire overload
);
reg [12:0] dec,x,y,z,hun, d, decf;
reg [4:0] ten;
reg out11;
reg over;
always @(*) begin
	hun = 12'd100;
	ten = 4'b1010;
	dec = twos;
if(dec>=900)
	decf[11:8]=4'b1001;
if(dec>=800&&dec<900)
	decf[11:8]=4'b1000;
if(dec>=700&&dec<800)
	decf[11:8]=4'b0111;
if(dec>=600&&dec<700)
	decf[11:8]=4'b0110;
if(dec>=500&&dec<600)
	decf[11:8]=4'b0101;
if(dec>=400&& dec<500) 
	decf[11:8]=4'b0100;
if(dec>=300 && dec<400) 
	decf[11:8]=4'b0011;
if(dec >= 200 && dec < 300)
	decf[11:8] = 4'b0010;
if(dec >= 100 && dec < 200)
	decf[11:8] = 4'b0001;
if(dec<100)
	decf[11:8]=4'b0000;
	x = decf[11:8]*hun;
	d = dec - x;
if(d >= 90 && d < 100)
	decf[7:4] = 4'b1001;
if(d >= 80 && d < 90)
	decf[7:4] = 4'b1000;
if(d >= 70 && d < 80)
	decf[7:4] = 4'b0111;
if(d >= 60 && d < 70)
	decf[7:4] = 4'b0110;
if(d >= 50 && d < 60)
	decf[7:4] = 4'b0101;
if(d >= 40 && d < 50)
	decf[7:4] = 4'b0100;
if(d >= 30 && d < 40)
	decf[7:4] = 4'b0011;
if(d >= 20 && d < 30)
	decf[7:4] = 4'b0010;
if(d >= 10 && d < 20)
	decf[7:4] = 4'b0001;
if(d<10)
	decf[7:4]=4'b0000;
y = decf[7:4] * ten;
	decf[3:0] = d - y;
if(SW[6:2]==5'b00000) 
	out11 =1'b0;
end
assign out1 = out11;
assign outf = decf;
assign overload =over;
endmodule
==> flow/run.sh <==
#!/bin/bash
# OpenROAD 26Q1-2900-gdf79404cd8, Yosys 0.63+post, stock flow scripts
make -C /OpenROAD-flow-scripts/flow DESIGN_CONFIG=/design/flow/config.mk WORK_HOME=/design/flow/orfs finish
==> flow/config.mk <==
export PLATFORM = sky130hd
export DESIGN_NAME = BCD
export DESIGN_NICKNAME = BCD
export VERILOG_FILES = /design/flow/design.v
export SDC_FILE = /design/flow/constraint.sdc
export NUM_CORES = 4
export LEC_CHECK = 1
export CORE_AREA = 10 10 79 79
export DIE_AREA = 0 0 89 89
==> flow/constraint.sdc <==
current_design BCD

set clk_period 9.2
set clk_io_pct 0.2

create_clock -name clk0 -period $clk_period

set non_clock_inputs [all_inputs -no_clocks]
set_input_delay [expr $clk_period * $clk_io_pct] -clock clk0 $non_clock_inputs
set_output_delay [expr $clk_period * $clk_io_pct] -clock clk0 [all_outputs]
==> flow_summary.yaml <==
# yosys + openroad results
pwr:
  power_frac_seq_pct: 3.1
  cellLeakagePower_nw: 0.859
  power_density_nw_per_um2: 129
  intPower_uw: 128
  pwr-share-comb_pct: 96.9
  p_sw_uw: 103
  peakVddDrop_v: 0.0000472
  p_clk_share_pct: 0
  switching_share_pct: 44.6
final_timing:
  fin_crit_ps: 8910
  fmax_mhz: 112
  unclocked_pins: 8
  untimed_endpoints: 12
  period_used_pct: 96.8
  finalSetupViolCount: 0
  hold_violations: 0
  finalSetupTns_ps: 0
  slew_headroom_pct: 65.6
  worst_pin_slew_ps: 513
  finalWorstSetupSlack_ps: 294
  report.final.slew_viol_count: 0
  rsz0062_at_grt: "no"
global_routing:
  grt_antenna_before_repair: 0
  track_usage_pct: 7.34
  grt_pass1_wl_um: 4980
  grt_max_degree: 10
  grt_pass1_vias: 1181
  overflow: 0
floorplan:
  pin_count: 34
  core_um2: 4660
  placementRows: 25
  chipArea_um2: 7920
  die_x_um: 89
  fp_util_pct: 26.0
  die_y_um: 89
place:
  gp_congestion: 0.809
  place_hpwl_um: 2420
  port_buffers: 20
  pre_cts_slack_ps: -366
  dpl_cell_area_um2: 1700
hold_path:
  min_to: "outf[0]"
  hold_start: "twos[0]"
  whs_path_depth: 0
  min_path_type: "input port to output port"
logic_synthesis:
  top_cells_by_count: "ha_1, inv_1, a21oi_1"
  synth.largest_area_cell: "ha_1"
  area_leaders: "ha_1, dlxtn_1, xnor2_1"
  yosys.stat.chipArea_um2: 1210
  async_reset_ff_share_pct: 0
  synth_cell_types: 48
  syn-mean-instance-area_um2: 7.77
  yosys_cells: 156
  synth-main-ff-cell: "dlxtn_1"
  netlist.area_leader.share_pct: 19.6
  synth_top_cell_by_count: "ha_1"
  ys.flops: 8
  synth_cells: 156
  syn-cell-area_um2: 1210
  edf_count: 0
  ys_warn_count: 2
detailed_routing:
  via_per_inst: 4.79
  route.detailed.drc: 0
  vias: 1275
  wire_per_inst_um: 10.6
  ant_nets: 0
  dr.pass1.iters: 4
  drt_wl_total_um: 2810
  diodes: 0
  drt_first_iter_violations: 79
cells_and_area:
  syn_to_final_growth_pct: 48.4
  fillCellCount: 483
  largest_reg_flops: 8
  layout-drive-gt1-share_pct: 26.4
  post-route-cell-area_um2: 1800
worst_setup_path:
  endpoint_kind: "output port"
  cp.arrival_ps: 7070
  crit_fanout: 8
  crit_required_ps: 7360
  setup.worst_path.start_class: "input port"
  critical_path_class: "input port to output port"
flow_run:
  drv_cap: 0
  warnings: 44
cts:
  hold_buffers: 0
status:
  status: "finished, final reports clean"
-- kinds of logic after synthesis --
kind of cell / Yosys count / share of synthesized area, %
latches: 8 / 9.91
AOI/OAI and AO/OA: 45 / 26.8
and+or+nand+nor: 44 / 20.6
buffers and inverters: 23 / 8.05
adders and majority gates: 23 / 25.4
muxes: 1 / 0.929
other: 1 / 0.309
xor gates and xnor gates: 11 / 7.95
-- worst max path at each step --
stage | startpoint | to | slack (ps)
global route | twos[7] | outf[3] | 10
finish | twos[7] | outf[3] | 290
CTS | twos[8] | outf[3] | 50
-- worst max-delay path, cell delays in order --
cell	delay, ps
dlygate4sd2_1	300
buf_4	190
inv_1	90
nor3_1	60
a311o_1	350
a31oi_4	200
ha_1	260
ha_1	220
inv_1	70
fa_2	430
ha_1	290
and3_1	190
a221oi_2	270
xnor2_1	120
a211oi_1	160
or4b_4	490
nand2b_4	160
ha_1	190
fa_1	370
xor2_1	160
xnor2_1	160
clkdlybuf4s50_1	490
-- cells in the final DEF, fill, tap and decap left out, types with 5 or more instances in the layout --
cell type and count:
a21oi_1 11, buf_4 34, clkbuf_2 5, clkdlybuf4s50_1 13
conb_1 6, dlxtn_1 8, ha_1 19, inv_1 16
nand2_1 7, nor2_1 8, o21ai_0 5, xnor2_1 7
-- final cells by class --
type / instances / area (um2) / share of cell area, %
well taps: 54 / 67.6 / 3.76
inverters: 16 / 60.1 / 3.34
repair buffers: 58 / 477 / 26.5
multi-input cells: 130 / 1070 / 59.7
flip-flops and latches: 8 / 120 / 6.68
-- power groups by stage --
stage / combinational, mW / clock [mW] / sequential (mW)
final: 0.225 / 0 / 0.00710
after global routing: 0.254 / 0 / 0.00743
after CTS: 0.226 / 0 / 0.00714
-- per-layer routing --
metal | wire length (um) | up-vias | global-route usage [%]
met3 | 128 | 0 | 0.367
met4 | 0 | 0 | 0
li1 | - | 676 | -
met2 | 1290 | 23 | 12.6
met1 | 1390 | 576 | 10.5
met5 | 0 | - | 0
-- what timing repair did --
action	in CTS	in global routing
setup endpoints to repair	2	2
pin swaps	6	4
buffers inserted	6	0
resized	15	18
-- through the flow --
stage               util [%]  total power [mW]  hold slack (ps)  instances
floorplan                  -             0.140             3750        161
global placement        36.5             0.224             3680        260
detailed placement      36.5             0.225             3680        260
CTS                     38.2             0.233             3680        266
global route            38.6             0.261             3680        266
finish                  38.6             0.232             3680        266
No activity file was given, so power comes from the tool's default toggle rates.
